==> run.sh <==
#!/bin/bash
# OpenROAD 26Q1-2900-gdf79404cd8, Yosys 0.63+post, stock flow scripts
make -C /OpenROAD-flow-scripts/flow DESIGN_CONFIG=/design/flow/config.mk WORK_HOME=/design/flow/orfs finish
==> config.mk <==
export PLATFORM = sky130hd
export DESIGN_NAME = DR_synth
export DESIGN_NICKNAME = DR_synth
export VERILOG_FILES = /design/flow/design.v
export SDC_FILE = /design/flow/constraint.sdc
export NUM_CORES = 4
export LEC_CHECK = 1
export CORE_UTILIZATION = 30
==> constraint.sdc <==
current_design DR_synth

set clk_period 8.1
set clk_io_pct 0.2

create_clock -name clk0 -period $clk_period [get_ports {clk}]

set non_clock_inputs [all_inputs -no_clocks]
set_input_delay [expr $clk_period * $clk_io_pct] -clock clk0 $non_clock_inputs
set_output_delay [expr $clk_period * $clk_io_pct] -clock clk0 [all_outputs]
==> design.v <==
module DR_insp(offset1, offset2, in_prediction, col1, col2, in_prediction_col, out_prediction, out_prediction_col, flush, clk, rst);
    input [31:0] offset1;
    input [31:0] offset2;
    input [31:0] in_prediction;
    input [15:0] col1;
    input [15:0] col2;
    input [15:0] in_prediction_col;
    input clk;
    input rst;
    output [31:0] out_prediction;
    output [15:0] out_prediction_col;
    output flush;
    wire [31:0] nnz;
    assign nnz = offset1 - offset2;
    wire [15:0] colidx;
    assign colidx = col1-col2;
    wire [31:0] stage2_prediction;
    wire [31:0] stage2_nnz;
    D_FF_32 D1(stage2_prediction, in_prediction, clk, rst);
    D_FF_32 D2(stage2_nnz, nnz, clk, rst);
    wire [15:0] stage2_prediction_col;
    wire [15:0] stage2_colidx;
    D_FF_16 D1_(stage2_prediction_col, in_prediction_col, clk, rst);
    D_FF_16 D2_(stage2_colidx, colidx, clk, rst);
    wire comparator;
    assign comparator = (stage2_nnz == stage2_prediction);
    wire comparator_;
    assign comparator_ = (stage2_colidx == stage2_prediction_col);
    wire [31:0] stage3_prediction;
    wire stage3_comparator;
    D_FF_32 D3(stage3_prediction, stage2_prediction, clk, rst);
    D_FF_1 D4(stage3_comparator, comparator, clk, rst); 
    wire [15:0] stage3_prediction_col;
    wire stage3_comparator_;
    D_FF_16 D3_(stage3_prediction_col, stage2_prediction_col, clk, rst);
    D_FF_1 D4_(stage3_comparator_, comparator_, clk, rst); 
    assign out_prediction = stage3_prediction;
    assign out_prediction_col = stage2_prediction_col;
    assign flush = stage3_comparator || stage3_comparator_;
endmodule
module D_FF_32(q, in, clk, reset);  
  	output [31:0] q;
  	input [31:0] in;
  	input clk, reset;
  	reg [31:0] q;
    	always @ (posedge clk)
  	  begin
      	   if(!reset)
             q <= 32'b0;
            else
             q <= in;
      end
endmodule
module D_FF_16(q, in, clk, reset);  
  	output [15:0] q;
  	input [15:0] in;
  	input clk, reset;
  	reg [15:0] q;
    	always @ (posedge clk)
  	  begin
      	   if(!reset)
             q <= 16'b0;
            else
             q <= in;
      end
endmodule
module D_FF_1(q, in, clk, reset);  
  	output q;
  	input in;
  	input clk, reset;
  	reg q;
    	always @ (posedge clk)
  	  begin
      	   if(!reset)
             q <= 1'b0;
            else
             q <= in;
      end
endmodule
`timescale 1ns/10ps
module DR_synth(offset1, offset2, in_prediction, col1, col2, in_prediction_col, out_prediction, out_prediction_col, flush, clk, rst);
    input [31:0] offset1;
    input [31:0] offset2;
    input [31:0] in_prediction;
    input [15:0] col1;
    input [15:0] col2;
    input [15:0] in_prediction_col;
    input clk;
    input rst;
    output [31:0] out_prediction;
    output [15:0] out_prediction_col;
    output flush;
    wire [31:0] offset1_w;
    wire [31:0] offset2_w;
    wire [15:0] col1_w;
    wire [15:0] col2_w;
    wire [31:0] in_prediction_w;
    wire [15:0] in_prediction_col_w;
    wire [15:0] out_prediction_col_w;
    wire [31:0] out_prediction_w;
    wire flush_w;
    D_FF_32 DF1(offset1_w, offset1, clk, rst);
    D_FF_32 DF2(offset2_w, offset2, clk, rst);
    D_FF_16 DF1_(col1_w, col1, clk, rst);
    D_FF_16 DF2_(col2_w, col2, clk, rst);
    D_FF_32 DF3(in_prediction_w, in_prediction, clk, rst);
    D_FF_16 DF3_(in_prediction_col_w, in_prediction_col, clk, rst);
    DR_insp DR_insp(offset1_w, offset2_w, in_prediction_w, col1_w, col2_w, in_prediction_col_w, out_prediction_w, out_prediction_col_w, flush_w, clk, rst);
    D_FF_32 DF4(out_prediction, out_prediction_w, clk, rst);
    D_FF_16 DF4_(out_prediction_col, out_prediction_col_w, clk, rst);
    D_FF_1 DF5(flush, flush_w, clk, rst);
endmodule
==> run summary <==
Syn avg cell area: 10.3 um^2
Ant diodes: 0
Hpwl dp: 18600 um
Max-Cap Viols: 0
Port Buffer Count: 194
Die width: 200 um
Fraction of registers with async set or reset after synthesis: 0%
Final tally of setup violations: 0
Register Area: 6470 um^2
Synth top area share: 55.1%
Synth flops: 323
Hold endpoint: DF4.q[7]
Commonest cells in the netlist: 323 x dfxtp_1, 299 x and2_1, 62 x xnor2_1
Drt first-iter violations: 336
Cell at the slowest stage of the critical path: clkdlybuf4s50_1
Largest net degree at the start of global routing: 193
Comb power frac: 11.8%
Worst r2r path cells: 10
Combinational gate area: 4890 um^2
Final wirelength: 25400 um
First-pass GRT wire length: 39200 um
Status: finished, final reports clean
Ys flop type: dfxtp_1
Pins Over Slew Limit: 0
Mapped Cells: 1135
Arr. time, crit path: 1.36 ns
NetSw: 0.000913 W
Final Hold Violation Tally: 0
CTS tree: built
Reg power frac: 45.0%
Internal: 0.00291 W
Placed cell area: 14200 um^2
Synth Warn #: 3
Initial antenna violation count: 0
RSZ-0062 raised after global routing: false
Max Fanout on Critical Path: 1
Antenna Violating Nets Remaining: 0
Crit. End Element: output port
Clk network pwr share: 43.2%
Hold Path Depth: 1
Worst slew pin tran: 0.737 ns
Worst Path Buf+Inv: 1
Largest area contributor in the netlist: dfxtp_1
Layout area overhead: 31.2%
Final Cell Area: 15400 um^2
LEAKAGE: 6.26 nW
DRC Markers: 0
Clock slew at reported path FFs: 0.06 ns
Path type of the worst min-delay path: reg -> reg
Startpoint Class: flop
CTS Buf Count: 36
FP Rows: 72
WP data required: 6.48 ns
Root buffer cell: clkbuf_16
Longest Clk Path Bufs: 3
Biggest area cells: dfxtp_1 55%, and2_1 16%, ha_1 4.9%
Largest delay share family, worst path: buffers and inverters
Total gr overflow: 0
Final Skew: 0.00912 ns
Routability cong.: 0.862
Setup TNS: 0 ns
R2r setup slk: 5.37 ns
Seq/Total Area, Yosys: 55.1%
Clk latency late pin: 0.54 ns
I/O pin count: 195
Post-synth cell types: 58
Hold_buf cts: 0
Setup Fix Bufs, Post-CTS: 0
Number of global-route vias before repair: 7280
Filler cells: 3789
Reg2reg start: DF1.q[0]
Number of gates resized after CTS: 0
Global Route Usage Sum: 13.1%
VDD IR-drop max: 0.000113 V
Minimum clock period: 2.98 ns
Hold Path Origin: DR_insp.D3.q[7]
Chip Area: 39900 um^2
Synth top cell by count: dfxtp_1
Yosys synthesis chip area: 11700 um^2
Vias: 7643
Critical path class: reg -> out
Rel. slew slack: 49.6%
PwrDens: 249 nW/um^2
Critical path's largest stage delay: 0.51 ns
FP Util: 30.4%
OpenROAD warnings: 29
Sw Ratio: 23.9%
Fmax: 335 MHz
Worst-path cell chain: clkdlybuf4s50_1
Floorplan Core Area: 38600 um^2
Layout cells sized above 1: 4.74%
CTS sink cnt: 323
Vias per inst: 4.09
Reg2Reg Capture Point: DR_insp.D2.q[26]
Htree depth: 2
Post-synth EDFFs: 0
Ys cells: 1135
Die extent in y: 200 um
Final period util: 36.8%
First-pass DRT Iterations: 4
Wire length per cell: 13.6 um
Mapped cell area: 11700 um^2
==> stage by stage <==
stage	hold WS [ns]	total power, W	std cells	util [%]	setup slack (ns)
after floorplan	0.405	0.00204	1135	-	5.50
after global placement	0.415	0.00221	1805	36.8	4.71
after detailed placement	0.418	0.00221	1805	36.8	4.68
after CTS	0.432	0.00389	1869	39.9	5.05
after global routing	0.442	0.00401	1869	39.9	4.99
final	0.430	0.00383	1869	39.9	5.12
==> flip-flops by register name, summed over array words and instances (netlist names) <==
register / count
DF1_.q: 16
DF3.q: 32
DF2.q: 32
DF4.q: 32
DF1.q: 32
DF5.q: 1
DF3_.q: 16
DR_insp.D1.q: 32
DR_insp.D1_.q: 16
DR_insp.D2_.q: 16
DR_insp.D3.q: 32
DR_insp.D2.q: 32
DF2_.q: 16
DF4_.q: 16
DR_insp.D4_.q: 1
DR_insp.D4.q: 1
==> kinds of logic after synthesis <==
group,share of synthesized area (%)
adders and majority gates,5.25
DFF,55.1
and+or+nand+nor,22.7
muxes,0.598
AOI/OAI and AO/OA,7.43
xor gates and xnor gates,5.75
buffers and inverters,3.17
==> power by group through the flow <==
stage / Clock, W / Combinational [W] / Sequential [W]
finish: 0.00165 / 0.000452 / 0.00172
global route: 0.00177 / 0.000505 / 0.00173
CTS: 0.00171 / 0.000457 / 0.00172
==> metal layers <==
metal	up-vias	share of wire, %	global-route usage (%)
met5	-	0	0
met2	181	41	18.3
li1	4070	-	-
met3	39	5.9	2.75
met1	3353	51	20.9
met4	0	2.5	3.22
==> cell usage in the layout (no fill, tap or decap), types with 3 or more instances in the layout <==
| master | netlist | final |
|---|---|---|
| a21o_1 | 14 | 14 |
| a21oi_1 | 49 | 49 |
| a31oi_1 | 8 | 8 |
| and2_1 | 299 | 299 |
| and3_1 | 4 | 4 |
| and3b_1 | 3 | 3 |
| bufinv_16 | 0 | 4 |
| clkbuf_1 | 42 | 8 |
| clkbuf_16 | 0 | 36 |
| clkbuf_8 | 0 | 3 |
| clkdlybuf4s50_1 | 0 | 193 |
| clkinv_2 | 0 | 3 |
| clkinv_4 | 0 | 4 |
| dfxtp_1 | 323 | 323 |
| ha_1 | 46 | 46 |
| inv_1 | 56 | 56 |
| mux2i_1 | 7 | 7 |
| nand2_1 | 38 | 38 |
| nand2b_1 | 15 | 15 |
| nand3_1 | 9 | 9 |
| nand3b_1 | 4 | 4 |
| nand4_1 | 14 | 14 |
| nor2_1 | 15 | 15 |
| nor2b_1 | 16 | 16 |
| nor3_1 | 8 | 8 |
| nor4_1 | 6 | 6 |
| o21a_1 | 7 | 7 |
| o21ai_0 | 20 | 20 |
| o21bai_1 | 3 | 3 |
| o22ai_1 | 3 | 3 |
| o31ai_1 | 7 | 7 |
| or3_1 | 3 | 3 |
| xnor2_1 | 62 | 62 |
| xor2_1 | 15 | 15 |
==> layout make-up <==
class	instances	share of cell area, %
Clock inverter	17	1.55
Sequential cell	323	42.0
Timing Repair Buffer	195	12.8
Multi-Input combinational cell	713	31.8
Inverter	56	1.37
Tap cell	518	4.21
Clock buffer	47	6.32
==> worst max path at each step <==
stage,start,to,slack [ns],cells past startpoint
final,DF5.q,flush,5.12,1
after global routing,rst,DR_insp.D2.q[24],4.99,6
after CTS,DF4_.q[0],out_prediction_col[0],5.05,1
Power and IR drop assume default switching activity.
